==> flow/design.v <==
module regfile(
  input logic i_clk, i_rst_n, i_rd_wren,  
  input logic [4:0]i_rs1_addr, i_rs2_addr, i_rd_addr,  
  input logic [31:0]i_rd_data,
  output logic [31:0]o_rs1_data, o_rs2_data
);
  logic [31:0] registers [31:0];
  int i;   
  always_ff @(posedge i_clk or negedge i_rst_n) begin: proc_registers_update
    if(i_rst_n == 1'b0) begin
      for(i = 0; i < 32; i++) begin
		  registers[i] = 32'b0;
		end
    end else if(i_rd_wren && i_rd_addr != 5'd0) registers[i_rd_addr] = i_rd_data;
	 else registers[0] = 32'b0;
  end
  assign o_rs1_data = (i_rs1_addr != 5'd0) ? registers[i_rs1_addr] : 32'b0;
  assign o_rs2_data = (i_rs2_addr != 5'd0) ? registers[i_rs2_addr] : 32'b0;
endmodule
==> flow/run.sh <==
#!/bin/bash
# OpenROAD 26Q1-2900-gdf79404cd8, Yosys 0.63+post, stock flow scripts
make -C /OpenROAD-flow-scripts/flow DESIGN_CONFIG=/design/flow/config.mk WORK_HOME=/design/flow/orfs finish
==> flow/config.mk <==
export PLATFORM = sky130hd
export DESIGN_NAME = regfile
export DESIGN_NICKNAME = regfile
export VERILOG_FILES = /design/flow/design.v
export SDC_FILE = /design/flow/constraint.sdc
export NUM_CORES = 4
export LEC_CHECK = 1
export CORE_UTILIZATION = 50
==> flow/constraint.sdc <==
current_design regfile

set clk_period 7.8
set clk_io_pct 0.2

create_clock -name clk0 -period $clk_period [get_ports {i_clk}]

set non_clock_inputs [all_inputs -no_clocks]
set_input_delay [expr $clk_period * $clk_io_pct] -clock clk0 $non_clock_inputs
set_output_delay [expr $clk_period * $clk_io_pct] -clock clk0 [all_outputs]
==> changes_impl.md <==
### Changed

* Synthesized area per cell at 12.0 um2
* Adder Area Share at 0%
* Worst Hold Class: register to register
* Pwr Total at 14.9 mW
* Top_reg_cell synth: dfrtp_1
* Startpoint Class: primary input
* Fill cell count at 8322
* Worst R2R Setup Slack at 6.86 ns
* Fraction of layout cells with a size suffix above 1 at 37.5%
* Seq share, synth at 48.6%
* Synth Area in XOR/XNOR at 0%
* Post-route cell area at 58700 um2
* First-pass GRT wire length at between 300 and 400 mm
* Sw Pwr at 4.48 mW
* Number of enable flip-flop cells at 0
* Max reg flops at 992
* Switching share of power at 30.1%
* Synth warnings at 2
* Synthesized area at approximately 50000 um2
* Core area at 101000 um2
* Unrepaired setup endpoints after global routing: no
* H-Tree Depth at 3
* Worst Hold Depth at 1
* Ys async rst share at 100%
* Setup Fix Bufs, Post-CTS at 0
* Vias per std cell at approximately 7.9
* Post-route ant nets at 0
* Worst-Margin Slew at 1.25 ns
* Worst r2r src: registers[17][25]$_DFFE_PN0P_
* Flops after synth at just under 1000
* Status: completed
* Highest Clock Rate at 0.141 GHz
* Final Util at about 58%
* Final Setup Violations at 0
* WP data arrival at between 5 and 6 ns
* Combinational Power Share at 16.0%
* Post-synthesis simple-gate area fraction at about a tenth
* Clock sink total at 992
* Worst path max stage delay at roughly 0.64 ns
* RePlAce Congestion at 1.11
* Syn Inst Count at 4255
* CTS buffer count at 108
* Layout area overhead at 14.9%
* Via count at 46100
* Port Buffers at 113
* Place WS at ~1.0 ns
* Register-to-Register Path Depth at 1
* GRT overflow at 0
* Most frequent cells in the layout: 1042 x mux2_2, 992 x dfrtp_1, 586 x a22oi_1
* Rel. slew slack at 16.4%
* Routed WL at around 280 mm
* DRC viols at 0
* CTS tree: built
* Clock Path Buffers at 3
* Critical Path Most Common Cell: buf_4
* Cell count in the Yosys report at 4255
* Clock latency (worst-skew pair) at 0.71 ns
* Rows at roughly 120
* Cell-internal power at 10.4 mW
* Reg clk slew, reported paths at 0.06 ns
* Sequential share of power at 48.3%
* CP max stage cell: a22oi_1
* Hold buffers post-CTS at 0
* Initial core utilization at 50.7%
* GRT Resource Usage Total at ~58%
* Post-route setup TNS at 0 ns
* Critical path class: primary input to output port
* RR Endpoint: registers[17][25]$_DFFE_PN0P_
* Setup WS post-layout at 0.699 ns
* Post-DP HPWL at 180 mm
* Die X at ~320 um
* Ao+oa area frac at 13.7%
* Most frequent logic cell in the layout: mux2_2
* Vias in the first global route at 44300
* PostCTS Resize Cnt at 0
* Hold Path Sink: registers[4][23]$_DFFE_PN0P_
* Die Ht at 322 um
* Clock power share at between 30% and 40%
* Yosys Chip Area at 51100 um2
* P per Cell Area at between 200 and 300 nW/um2
* Pre-antenna DRT Iters at 8
* Crit path time final at 7.10 ns
* Crit end category: output port
* Initial antenna violation count at 43
* Crit path cell chain: buf_4, buf_4, nor2_4, buf_4, a22oi_1, o2bb2ai_1, or4_1, or4_1, clkdlybuf4s50_1
* Period utilization at 91.0%
* Clk root buf: clkbuf_16
* # Max-Cap Violations at 0
* Slew Viols, Final at 0
* Die ar. at 103000 um2
* Fin Clk Skew at 0 ns
* CP required at 6.24 ns
* Unique cell types at 74
* Mux cell area share at 24.6%
* Peak VDD IR at 0.227 mV
* Source of the worst hold timing path: registers[4][23]$_DFFE_PN0P_
* Starting DRT DRC Count at around 6300
* # IOs at between 100 and 150
* OpenROAD warning count at roughly 45
* Logic family by area: multiplexers
* Wire per inst at 49.0 um
* Post-DP Area at 55000 um2
* Critical path fanouts, max at 30
* Lkg Pwr at 25.9 nW
* Final tally of hold violations at 0
* Pin count of the biggest net entering global routing at 125
[layout make-up]
type / count / area, um2 / area share (%)
clock buffers: 150 / 3100 / 5.29
multi-input cells: 2832 / 25000 / 42.7
well taps: 1357 / 1700 / 2.89
clock inverters: 46 / 514 / 0.876
diodes: 46 / 115 / 0.196
repair buffers: 386 / 3390 / 5.77
flip-flops and latches: 992 / 24800 / 42.3
inverters: 6 / 22.5 / 0.0384
[per-stage QoR]
step	instances	hold slack [ns]
finish	5815	0.523
floorplan	4255	0.485
detailed placement	5573	0.507
global placement	5573	0.502
CTS	5769	0.521
global route	5777	0.539
[synth_stat cells (all sizes together) (6+ instances only)]
master	instances	area, um2
mux2	1042	11700
dfrtp	992	24800
a22oi	586	4400
clkbuf	270	1010
and3	197	1250
buf	155	850
nand4	123	769
nor2	113	474
nand3	95	475
nand2	78	298
mux2i	76	761
a2111oi	65	683
or4	44	330
a22o	43	377
a21oi	35	175
a32oi	31	272
nor3	28	140
a222oi	22	220
o21ai	18	90.1
nand2b	17	106
nor2b	17	106
o2bb2ai	13	114
or3	12	75.1
nor3b	11	82.6
nor4	11	68.8
a221oi	10	87.6
a2bb2oi	10	87.6
nand3b	10	86.3
or3b	10	87.6
o22ai	9	56.3
and2	8	52.6
nand4b	8	70.1
o211ai	8	60.1
o32ai	8	70.1
a211oi	7	52.6
and3b	7	65.1
and4	7	61.3
inv	6	22.5
or4b	6	60.1
[layer usage]
metal / vias up / track usage [%] / part of all wire [%]
met4: 54 / 42.0 / 10
met1: 23000 / 70.6 / 34
met2: 4576 / 71.1 / 38
li1: 16700 / - / -
met3: 1764 / 40.3 / 18
met5: - / 9.50 / 0.43
[kinds of logic (layout without fill, tap and decap cells)]
logic type | after synthesis | in the layout
AND-OR/OR-AND | 893 | 893
buffers and inverters | 431 | 588
flip-flops | 992 | 992
multiplexers | 1122 | 1122
other | 0 | 46
AND/OR/NAND/NOR | 817 | 817
[worst max-delay path: cells and delay by family]
family | cells | cell delay (ns)
and+or+nand+nor | 3 | 1.17
AOI/OAI and AO/OA | 2 | 1.03
buffers and inverters | 4 | 1.69
[how the worst max path moves through the flow]
| stage | slack (ns) | cells after the start | from | to |
|---|---|---|---|---|
| CTS | 0.99 | 9 | i_rs1_addr[4] | o_rs1_data[14] |
| global route | 0.88 | 9 | i_rs1_addr[4] | o_rs1_data[14] |
| finish | 0.70 | 9 | i_rs1_addr[4] | o_rs1_data[14] |
[power groups by stage]
stage | logic, mW | clock network [mW] | registers [mW]
final | 2.38 | 5.33 | 7.20
after global routing | 2.48 | 5.53 | 7.27
after CTS | 2.30 | 5.34 | 7.13
No activity file was given, so power comes from the tool's default toggle rates.
