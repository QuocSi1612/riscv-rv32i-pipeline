[/design/flow/config.mk]
export PLATFORM = sky130hd
export DESIGN_NAME = adder_32bit
export DESIGN_NICKNAME = adder_32bit
export VERILOG_FILES = /design/flow/design.v
export SDC_FILE = /design/flow/constraint.sdc
export NUM_CORES = 4
export LEC_CHECK = 1
export CORE_AREA = 10 10 99 99
export DIE_AREA = 0 0 109 109
[/design/flow/constraint.sdc]
current_design adder_32bit

set clk_period 9.2
set clk_io_pct 0.2

create_clock -name clk0 -period $clk_period

set non_clock_inputs [all_inputs -no_clocks]
set_input_delay [expr $clk_period * $clk_io_pct] -clock clk0 $non_clock_inputs
set_output_delay [expr $clk_period * $clk_io_pct] -clock clk0 [all_outputs]
[/design/flow/design.v]
module adder_32bit(
    input logic [31:0] a_i,
    input logic [31:0] b_i,
    output logic [31:0] s_o,
    output logic c_o
);
    logic [31:0] c_w;   
    full_adder A0 (a_i[0], b_i[0], 1'b0, s_o[0], c_w[0]);    
    full_adder A1 (a_i[1], b_i[1], c_w[0], s_o[1], c_w[1]);  
    full_adder A2 (a_i[2], b_i[2], c_w[1], s_o[2], c_w[2]);  
    full_adder A3 (a_i[3], b_i[3], c_w[2], s_o[3], c_w[3]);  
    full_adder A4 (a_i[4], b_i[4], c_w[3], s_o[4], c_w[4]);  
    full_adder A5 (a_i[5], b_i[5], c_w[4], s_o[5], c_w[5]);  
    full_adder A6 (a_i[6], b_i[6], c_w[5], s_o[6], c_w[6]);  
    full_adder A7 (a_i[7], b_i[7], c_w[6], s_o[7], c_w[7]);  
    full_adder A8 (a_i[8], b_i[8], c_w[7], s_o[8], c_w[8]);  
    full_adder A9 (a_i[9], b_i[9], c_w[8], s_o[9], c_w[9]);  
    full_adder A10(a_i[10], b_i[10], c_w[9], s_o[10], c_w[10]);  
    full_adder A11(a_i[11], b_i[11], c_w[10], s_o[11], c_w[11]);  
    full_adder A12(a_i[12], b_i[12], c_w[11], s_o[12], c_w[12]);  
    full_adder A13(a_i[13], b_i[13], c_w[12], s_o[13], c_w[13]);  
    full_adder A14(a_i[14], b_i[14], c_w[13], s_o[14], c_w[14]);  
    full_adder A15(a_i[15], b_i[15], c_w[14], s_o[15], c_w[15]);  
    full_adder A16(a_i[16], b_i[16], c_w[15], s_o[16], c_w[16]);  
    full_adder A17(a_i[17], b_i[17], c_w[16], s_o[17], c_w[17]);  
    full_adder A18(a_i[18], b_i[18], c_w[17], s_o[18], c_w[18]);  
    full_adder A19(a_i[19], b_i[19], c_w[18], s_o[19], c_w[19]);  
    full_adder A20(a_i[20], b_i[20], c_w[19], s_o[20], c_w[20]);  
    full_adder A21(a_i[21], b_i[21], c_w[20], s_o[21], c_w[21]);  
    full_adder A22(a_i[22], b_i[22], c_w[21], s_o[22], c_w[22]);  
    full_adder A23(a_i[23], b_i[23], c_w[22], s_o[23], c_w[23]);  
    full_adder A24(a_i[24], b_i[24], c_w[23], s_o[24], c_w[24]);  
    full_adder A25(a_i[25], b_i[25], c_w[24], s_o[25], c_w[25]);  
    full_adder A26(a_i[26], b_i[26], c_w[25], s_o[26], c_w[26]);  
    full_adder A27(a_i[27], b_i[27], c_w[26], s_o[27], c_w[27]);  
    full_adder A28(a_i[28], b_i[28], c_w[27], s_o[28], c_w[28]);  
    full_adder A29(a_i[29], b_i[29], c_w[28], s_o[29], c_w[29]);  
    full_adder A30(a_i[30], b_i[30], c_w[29], s_o[30], c_w[30]);  
    full_adder A31(a_i[31], b_i[31], c_w[30], s_o[31], c_w[31]);  
    assign c_o = c_w[31];   
endmodule
module full_adder(
	input logic a_i,
	input logic b_i,
	input logic c_i,
	output logic s_o,
	output logic c_o
	);
	assign s_o = a_i ^ b_i ^ c_i;
	assign c_o = (a_i & b_i) | (a_i & c_i) | (b_i & c_i);
endmodule
[/design/flow/run.sh]
#!/bin/bash
# OpenROAD 26Q1-2900-gdf79404cd8, Yosys 0.63+post, stock flow scripts
make -C /OpenROAD-flow-scripts/flow DESIGN_CONFIG=/design/flow/config.mk WORK_HOME=/design/flow/orfs finish
==> insert_results.sql <==
-- metrics for the results database
INSERT INTO impl_metrics (metric_group, metric, value, unit) VALUES
('worst_setup_path', 'critPathRequiredTime', '7.36', 'ns'),
('drt', 'dr.pass1.iters', '2', ''),
('global_route', 'global_route_wire_length_before_repair', '4490', 'um'),
('hold_path', 'hold_depth', '3', ''),
('layout', 'clkbuf_count', '0', ''),
('synthesis', 'synthCells', '69', ''),
('sta', 'finalMaxSlewViolations', '0', ''),
('run', 'maxCapViolations', '0', ''),
('layout', 'synthToLayoutAreaGrowth', '95.7', '%'),
('worst_setup_path', 'critical_path_type', 'primary input to output port', ''),
('drt', 'post_drt_wl_per_cell', '12.6', 'um'),
('die', 'initial_core_util', '0.115', ''),
('status', 'outcome', 'complete, but fails checks', ''),
('drt', 'wl_met3', '825', 'um'),
('drt', 'detail_route.antenna_diodes', '0', ''),
('drt', 'drt_drc_violations_left', '0', ''),
('place', 'hpwlAfterDp', '2940', 'um'),
('sta', 'min_period_over_period', '1.63', ''),
('worst_setup_path', 'worst_ep_arrival_time', '13.13', 'ns'),
('drt', 'detailedRoute.firstIterationViolations', '4', ''),
('synthesis', 'synth_area', '892', 'sq um'),
('drt', 'vias', '701', ''),
('hold_path', 'timing.hold.worst.class', 'primary input to output port', ''),
('layout', 'layout.cells.most_common_list', 'sky130_fd_sc_hd__clkdlybuf4s50_1 (73), sky130_fd_sc_hd__fa_2 (31), sky130_fd_sc_hd__buf_2 (19), sky130_fd_sc_hd__inv_1 (3)', ''),
('worst_setup_path', 'worst_path_most_repeated_cell', 'sky130_fd_sc_hd__fa_2', ''),
('drt', 'ant_nets', '0', ''),
('layout', 'n_sequential_cell', '0', ''),
('clocking', 'post-cts-setup-buffers', '0', ''),
('sta', 'final_period_minus_worst_setup_slack', '14.97', 'ns'),
('worst_setup_path', 'worst-path-max-fanout', '1', ''),
('sta', 'finalHoldViolCount', '0', ''),
('synthesis', 'top_area_frac', '0.696', ''),
('worst_setup_path', 'worst_setup_path_start_kind', 'primary input', ''),
('layout', 'finalNonFillerCells', '236', ''),
('status', 'violated_checks', 'negative setup slack', ''),
('power', 'vdd_drop_max', '16.9', 'uV'),
('power', 'p_leak', '0.628', 'nW'),
('drt', 'routedLengthMet1', '1300', 'um'),
('sta', 'finalHoldWorstSlack', '4.31', 'ns'),
('synthesis', 'post_synth_num_cell_types', '4', ''),
('sta', 'final-setup-viol-count', '18', ''),
('place', 'io_port_bufs', '97', ''),
('die', 'coreArea', '0.00773', 'sq mm'),
('worst_setup_path', 'cp_slowest_stage_delay', '0.42', 'ns'),
('place', 'gpl.final_weighted_congestion', '0.844', ''),
('global_route', 'grt_antenna_before_repair', '0', ''),
('sta', 'worst-slew-pin-transition', '0.121', 'ns'),
('drt', 'via_per_inst', '2.97', ''),
('sta', 'rsz0062_at_grt', 'true', ''),
('layout', 'post-route-util', '0.226', ''),
('power', 'powerDensity', '58.1', 'mW/mm^2'),
('worst_setup_path', 'worstSetupEndpointType', 'output port', ''),
('layout', 'layout.cells.most_common', 'sky130_fd_sc_hd__clkdlybuf4s50_1', ''),
('place', 'placed_cells_incl_taps', '236', ''),
('global_route', 'aggregate_global_route_resource_usage', '0.0477', ''),
('die', 'pin_count', '97', ''),
('die', 'die_w', '109', 'um'),
('synthesis', 'synth_top_cell_by_area', 'sky130_fd_sc_hd__fa_1', ''),
('worst_setup_path', 'critical_path.slowest_cell', 'sky130_fd_sc_hd__fa_2', ''),
('synthesis', 'synth.area.top_cells', 'sky130_fd_sc_hd__fa_1 (70%), sky130_fd_sc_hd__buf_4 (27%), sky130_fd_sc_hd__inv_1 (2.1%)', ''),
('layout', 'drive_gt1_frac', '0.418', ''),
('run', 'tool_warnings', '35', ''),
('die', 'chipArea', '0.0119', 'sq mm'),
('synthesis', 'synth_seq_share', '0', ''),
('layout', 'n_fill_cell', '836', ''),
('sta', 'maxClockFrequency', '66.8', 'MHz'),
('drt', 'final_routed_wirelength', '2970', 'um'),
('drt', 'highest_routing_layer_actually_used', 'met3', ''),
('global_route', 'grt_start_max_net_pins', '2', ''),
('layout', 'sequential_cell_area', '0', 'sq um'),
('die', 'row_count', '32', ''),
('drt', 'routed-wl-met2', '847', 'um'),
('synthesis', 'synth-cells-yosys', '69', ''),
('sta', 'layout_setup_ws', '-5.77', 'ns'),
('synthesis', 'yosys.stat.chipArea', '892', 'sq um'),
('synthesis', 'yosysWarningCount', '0', ''),
('die', 'die_height', '109', 'um'),
('global_route', 'global_route.overflow_total', '0', ''),
('global_route', 'number_of_global_route_vias_before_repair', '823', ''),
('synthesis', 'synthesis.area_per_instance', '12.9', 'sq um'),
('sta', 'slew_headroom', '0.919', '');
## power breakdown
group | switching [mW] | internal (mW) | leakage, nW
Combinational | 0.0305 | 0.0709 | 0.628
Clock | 0 | 0 | 0
Sequential | 0 | 0 | 0
## path summary, 6_finish.rpt
path,startpoint,to,slack [ns]
max,a_i[0],s_o[31],-5.77
min,b_i[0],s_o[0],4.31
## critical path, delay by kind of cell
kind	cells	cell delay [ns]
fa+ha+maj	32	10.98
buf+inv	4	0.29
## per-layer routing
metal / track usage / vias up
met5: 0 / -
met3: 0.0442 / 0
met4: 0 / 0
met1: 0.0632 / 307
met2: 0.0591 / 93
li1: - / 301
## cells in the mapped netlist, drive strengths merged
cell / number
buf: 32
inv: 5
ha: 1
fa: 31
## per-stage QoR
| stage | setup WS [ns] | TNS [ns] | total power, mW | cell area, sq um |
|---|---|---|---|---|
| after floorplan | -5.39 | -50.51 | 0.0586 | 982 |
| after global placement | -6.56 | -71.57 | 0.122 | 1840 |
| after detailed placement | -6.54 | -71.35 | 0.124 | 1840 |
| after CTS | -5.81 | -57.28 | 0.106 | 1750 |
| after global routing | -6.04 | -60.16 | 0.119 | 1750 |
| final | -5.77 | -56.57 | 0.101 | 1750 |
## layout make-up
| cell class | count | area, sq um | share of cell area |
|---|---|---|---|
| Inverter | 5 | 18.8 | 0.0108 |
| Timing Repair Buffer | 97 | 876 | 0.502 |
| Multi-Input combinational cell | 32 | 723 | 0.414 |
| Tap cell | 102 | 128 | 0.0731 |
## kinds of logic (layout without fill, tap and decap cells)
| group | count (synthesis) | in the layout | synth area share |
|---|---|---|---|
| buf+inv | 37 | 102 | 0.290 |
| fa+ha+maj | 32 | 32 | 0.710 |
## repair_timing
| action | in CTS | in global routing |
|---|---|---|
| endpoints found under the setup margin | 20 | 20 |
| gates resized | 73 | 5 |
| hold buffers | 0 | 0 |
No activity file was given, so power comes from the tool's default toggle rates.
