[/design/flow/design.v]
module full_subtractor(
	input logic a_i,
	input logic b_i,
	input logic c_i,
	output logic d_o,
	output logic b_o
	);
	assign d_o = a_i ^ b_i ^ c_i;
	assign b_o = ((~a_i) & (b_i ^ c_i)) | (b_i & c_i);
endmodule
module subtractor_32bit(
    input logic [31:0] a_i,
    input logic [31:0] b_i,
    output logic [31:0] d_o,   
    output logic b_o           
);
    logic [31:0] b_w;   
    full_subtractor S0 (a_i[0], b_i[0], 1'b0, d_o[0], b_w[0]);    
    full_subtractor S1 (a_i[1], b_i[1], b_w[0], d_o[1], b_w[1]);  
    full_subtractor S2 (a_i[2], b_i[2], b_w[1], d_o[2], b_w[2]);  
    full_subtractor S3 (a_i[3], b_i[3], b_w[2], d_o[3], b_w[3]);  
    full_subtractor S4 (a_i[4], b_i[4], b_w[3], d_o[4], b_w[4]);  
    full_subtractor S5 (a_i[5], b_i[5], b_w[4], d_o[5], b_w[5]);  
    full_subtractor S6 (a_i[6], b_i[6], b_w[5], d_o[6], b_w[6]);  
    full_subtractor S7 (a_i[7], b_i[7], b_w[6], d_o[7], b_w[7]);  
    full_subtractor S8 (a_i[8], b_i[8], b_w[7], d_o[8], b_w[8]);  
    full_subtractor S9 (a_i[9], b_i[9], b_w[8], d_o[9], b_w[9]);  
    full_subtractor S10(a_i[10], b_i[10], b_w[9], d_o[10], b_w[10]);  
    full_subtractor S11(a_i[11], b_i[11], b_w[10], d_o[11], b_w[11]);  
    full_subtractor S12(a_i[12], b_i[12], b_w[11], d_o[12], b_w[12]);  
    full_subtractor S13(a_i[13], b_i[13], b_w[12], d_o[13], b_w[13]);  
    full_subtractor S14(a_i[14], b_i[14], b_w[13], d_o[14], b_w[14]);  
    full_subtractor S15(a_i[15], b_i[15], b_w[14], d_o[15], b_w[15]);  
    full_subtractor S16(a_i[16], b_i[16], b_w[15], d_o[16], b_w[16]);  
    full_subtractor S17(a_i[17], b_i[17], b_w[16], d_o[17], b_w[17]);  
    full_subtractor S18(a_i[18], b_i[18], b_w[17], d_o[18], b_w[18]);  
    full_subtractor S19(a_i[19], b_i[19], b_w[18], d_o[19], b_w[19]);  
    full_subtractor S20(a_i[20], b_i[20], b_w[19], d_o[20], b_w[20]);  
    full_subtractor S21(a_i[21], b_i[21], b_w[20], d_o[21], b_w[21]);  
    full_subtractor S22(a_i[22], b_i[22], b_w[21], d_o[22], b_w[22]);  
    full_subtractor S23(a_i[23], b_i[23], b_w[22], d_o[23], b_w[23]);  
    full_subtractor S24(a_i[24], b_i[24], b_w[23], d_o[24], b_w[24]);  
    full_subtractor S25(a_i[25], b_i[25], b_w[24], d_o[25], b_w[25]);  
    full_subtractor S26(a_i[26], b_i[26], b_w[25], d_o[26], b_w[26]);  
    full_subtractor S27(a_i[27], b_i[27], b_w[26], d_o[27], b_w[27]);  
    full_subtractor S28(a_i[28], b_i[28], b_w[27], d_o[28], b_w[28]);  
    full_subtractor S29(a_i[29], b_i[29], b_w[28], d_o[29], b_w[29]);  
    full_subtractor S30(a_i[30], b_i[30], b_w[29], d_o[30], b_w[30]);  
    full_subtractor S31(a_i[31], b_i[31], b_w[30], d_o[31], b_w[31]);  
    assign b_o = b_w[31];   
endmodule
[/design/flow/run.sh]
#!/bin/bash
# OpenROAD 26Q1-2900-gdf79404cd8, Yosys 0.63+post, stock flow scripts
make -C /OpenROAD-flow-scripts/flow DESIGN_CONFIG=/design/flow/config.mk WORK_HOME=/design/flow/orfs finish
[/design/flow/config.mk]
export PLATFORM = sky130hd
export DESIGN_NAME = subtractor_32bit
export DESIGN_NICKNAME = subtractor_32bit
export VERILOG_FILES = /design/flow/design.v
export SDC_FILE = /design/flow/constraint.sdc
export NUM_CORES = 4
export LEC_CHECK = 1
export CORE_UTILIZATION = 30
[/design/flow/constraint.sdc]
current_design subtractor_32bit

set clk_period 15.7
set clk_io_pct 0.2

create_clock -name clk0 -period $clk_period

set non_clock_inputs [all_inputs -no_clocks]
set_input_delay [expr $clk_period * $clk_io_pct] -clock clk0 $non_clock_inputs
set_output_delay [expr $clk_period * $clk_io_pct] -clock clk0 [all_outputs]
==> flow_summary.toml <==
# physical design summary
[final_timing]
fin_crit_sh_pct = 111
setup-violations-final = 7
setup_slack_ns = -1.77
worst_pin_slew_ns = 0.111
hold_viol_final = 0
relSlewSlack_pct = 92.6
fmax_mhz = 57.2
fin_setup_tns_ns = -7.37
rsz0062_at_grt = "true"
min_period_ns = 17.47
slew_violations = 0

[power]
p_switching_mw = 0.0204
ir_drop_v = 0.0000150
seqPwrFrac_pct = 0
p_sw_share_pct = 29.4
p_int_mw = 0.0491
power.total_mw = 0.0696
clkPwrFrac_pct = 0
p_comb_share_pct = 100.0
p_leak_nw = 0.941
powerDensity_mw_per_mm2 = 35.3

[floorplan]
die_area_mm2 = 0.00397
rows = 21
fp_util_pct = 32.5
ioPinCount = 97
dieHeight_um = 63.0
fp.dieW_um = 63.0
core_mm2 = 0.00344

[finish]
design.seq.count = 0
final_area_mm2 = 0.00197
area_growth_pct = 76.3
clkbuf_count = 0
drive_gt1_share_pct = 24.2
seqCellArea_um2 = 0

[critical_path]
arrival_ns = 14.33
crit_path_start_kind = "input pin"
cp_max_fo = 1
end_kind = "primary output"
worstPathRequired_ns = 12.56
worst-setup-path-type = "in -> out"
cp_common_cell = "fa_2"
crit_slowest_cell = "fa_2"
critical-path-max-stage-delay_ns = 0.41

[placed_design]
portBuffers = 97
postPlaceCellArea_mm2 = 0.00201
gp_congestion = 0.751
hpwl_mm = 2.07

[clocking]
cts_setup_buffers = 0
hold_buffers = 0

[drt]
drc_errors = 0
drt_first_pass_iters = 2
drt_iter0_markers = 8
vias = 865
ant_nets = 0
wl_per_cell_um = 8.70
antenna_cells = 0
via_per_inst = 3.60
wirelength_mm = 2.09

[synthesis]
top_area_cell = "fa_1"
ys_types = 4
yosysChipArea_mm2 = 0.00112
ys_seq_share_pct = 0
yosysTopAreaCellShare_pct = 55.5
area_leaders = "fa_1 56%, inv_1 22%, buf_4 22%"
yosysWarnings = 0
synth.avg_cell_area_um2 = 8.66
synth_area_mm2 = 0.00112
syn-instance-count = 129
ys_cells = 129

[grt]
track_usage_pct = 11.6
grt_pass1_wl_mm = 3.55
grt_overflow = 0
antenna_found_initial = 0
grt_pass1_vias = 831
grt_max_degree = 2

[min_path]
hold_class = "in -> out"

[run_status]
violations = "negative setup slack"
outcome = "complete, but fails checks"

[run]
cap_violations = 0
warning_count = 35
## final cells by class
class / count / area, um^2
fillers: 281 / 1470
inverters: 65 / 256
multi-input cells: 32 / 723
well taps: 46 / 57.6
repair buffers: 97 / 932
## per-layer routing
metal / GRT usage [%] / share of wire [%]
met1: 18.3 / 45
met2: 17.2 / 39
met3: 3.70 / 16
met4: 0 / 0
met5: 0 / 0
## logic make-up (layout without fill, tap and decap cells)
family | Yosys count | in the layout | synth area share [%]
buffers and inverters | 97 | 162 | 43.3
adders and majority gates | 32 | 32 | 56.7
## path summary, 6_finish.rpt
| path | start | endpoint | slack (ns) | cells after the start |
|---|---|---|---|---|
| worst max-delay path | a_i[0] | d_o[31] | -1.77 | 36 |
| worst min-delay path | b_i[0] | d_o[0] | 6.88 | 4 |
## metrics by stage
stage / instances / utilization, % / hold WS, ns / worst slack [ns]
floorplan: 129 / - / 6.44 / -1.47
global placement: 240 / 58.3 / 7.32 / -2.62
detailed placement: 240 / 58.3 / 7.34 / -2.62
CTS: 240 / 57.3 / 6.88 / -1.80
global route: 240 / 57.2 / 6.90 / -2.02
finish: 240 / 57.2 / 6.88 / -1.77
## cells in the final DEF (no fill, tap or decap)
| cell type | count |
|---|---|
| clkdlybuf4s50_1 | 85 |
| inv_1 | 61 |
| clkdlybuf4s15_1 | 1 |
| buf_6 | 1 |
| clkbuf_2 | 1 |
| inv_2 | 3 |
| fa_2 | 31 |
| ha_4 | 1 |
| buf_8 | 1 |
| buf_2 | 8 |
| inv_12 | 1 |
## timing repair
item | in CTS | in global routing
pin swaps | 0 | 0
gates resized | 43 | 3
endpoints found under the hold margin | 0 | 0
endpoints found under the setup margin | 9 | 8
## worst max-delay path: cells and delay by family
kind	cells	cell delay, ns
fa+ha+maj	32	10.91
buf+inv	4	0.30
## power by group through the flow
stage	Combinational, mW	Sequential [mW]	Clock (mW)
5_1_grt	0.0799	0	0
4_1_cts	0.0713	0	0
6_report	0.0696	0	0
## Yosys cell counts
cell type,instances
ha_1,1
inv_1,65
buf_4,32
fa_1,31
Power and IR drop assume default switching activity.
